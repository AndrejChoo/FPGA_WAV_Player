**flow/design.v**
```verilog
module wav(
	input wire clk,
	input wire rst,
	input wire MISO,
	output wire MOSI,
	output wire SCK,
	output wire CS,
	output wire WP,
	output wire HOLD,
	output wire BEEP
   );
parameter inclock = 50_000_000;  
parameter wav_freq = 24_000;  
parameter half_freq = inclock/wav_freq/2-1;  
parameter cnt_wide = $clog2(half_freq);  
reg[(cnt_wide-1):0]div;
reg wav_clk;
wire[7:0]data;
wire[22:0]add;
always@(posedge clk or negedge rst)
	begin
		if(!rst)
			begin
				div <= 0;
				wav_clk <= 0;
			end
		else
			begin
				div <= div + 1;
				if(div == half_freq)
					begin
						div <= 0;
						wav_clk <= ~wav_clk;
					end
			end
	end
reg[23:0]add_cnt;
always@(negedge wav_clk or negedge rst) 
	begin
		if(!rst)add_cnt <= 0;
		else add_cnt <= add_cnt + 1;
	end
wire[7:0]CMP;
reg[7:0]compare, pwm_cnt;
reg pwm_out;
always@(negedge wav_clk) compare <= CMP;
always@(posedge clk or negedge rst)
	begin
		if(!rst)
			begin
				pwm_out <= 0;
				pwm_cnt <= 0;
			end
		else
			begin
				pwm_cnt <= pwm_cnt + 1;
				if(pwm_cnt <= compare) pwm_out <= 1;
				else pwm_out <= 0;
			end
	end
assign BEEP = pwm_out;
localparam prescaller = 1;
wire SPI_START,SPI_BSY;
wire[7:0]SPI_DIN,SPI_DOUT;
reg[7:0]spdr_r,spdr_t, spidr_w;
reg[4:0]spi_state, spi_cnt;
reg[7:0]spi_delay;
reg spi_sck, spi_so, spi_rdy;
always@(posedge SPI_START) spidr_w <= SPI_DIN;
always@(posedge clk or negedge rst)
begin
    if(!rst)
        begin
            spi_state <= 0;
            spi_delay <= 0;
            spi_sck <= 0;
            spi_so <= 0;
            spi_rdy <= 0;
            spdr_r <= 0;
            spdr_t <= 0;
            spi_cnt <= 0;
        end
    else
        begin
            if(spi_delay > 0) spi_delay <= spi_delay - 1;
            case(spi_state)
                0:  
                    begin
                        spi_sck <= 0;
                        spi_so <= 0;
                        spi_rdy <= 0;
                        spi_state <= 0;
                        if(SPI_START)spi_state <= 1;
                    end
                1:  
                    begin
                        spi_cnt <= 8;
                        spi_rdy <= 1;
                        spi_state <= 2;
                    end
                2:  
                    begin
                        spi_so <= spidr_w[spi_cnt - 1];
                        spi_delay <= prescaller;
                        spi_state <= 3;
                    end              
                3:  
                    begin
                        if(spi_delay == 0)
                            begin
                                spi_sck <= 1;
                                spi_delay <= prescaller;
                                spi_state <= 4;
                            end
                        else spi_state <= 3;
                    end
                4:  
                    begin
                        if(spi_delay == 0)
                            begin
                                spi_sck <= 0;
                                spdr_t[spi_cnt - 1] <= MISO;
                                spi_cnt <= spi_cnt - 1;
                                spi_delay <= prescaller;
                                spi_state <= 5;
                            end
                        else spi_state <= 4;
                    end  
                5:  
                    begin
                        if(spi_cnt == 0) spi_state <= 6;
                        else spi_state <= 2;
                    end                                           
                6:  
                    begin
			spdr_r <= spdr_t;
                        spi_state <= 0;
                        spi_rdy <= 0;
                        spi_so <= 0;
                    end
            endcase
        end
end
assign SPI_DOUT = spdr_r;
assign SPI_BSY = spi_rdy;
assign MOSI = spi_so;
assign SCK = spi_sck;
assign WP = 1;
assign HOLD = 1;
reg[4:0]play_state,ret;
reg[7:0]dspi,pcm;
reg cs, run_spi;
localparam SPI_EXCHANGE = 29;
always@(posedge clk or negedge rst)
begin
	if(!rst)
		begin
			play_state <= 0;
			cs <= 0;
			run_spi <= 0;
			dspi <= 0;
			ret <= 0;
			pcm <= 0;
		end
	else
		begin
			case(play_state)
				0: 
					begin
						if(wav_clk) play_state <= 1;
						else play_state <= 0;
					end
				1: 
					begin
						cs <= 1;
						dspi <= 8'h03;
						ret <= 2;
						play_state <= SPI_EXCHANGE;
					end
				2: 
					begin
						dspi <= add_cnt[23:16];
						ret <= 3;
						play_state <= SPI_EXCHANGE;
					end
				3: 
					begin
						dspi <= add_cnt[15:8];
						ret <= 4;
						play_state <= SPI_EXCHANGE;
					end
				4: 
					begin
						dspi <= add_cnt[7:0];
						ret <= 5;
						play_state <= SPI_EXCHANGE;
					end
				5: 
					begin
						dspi <= 8'hFF;
						ret <= 6;
						play_state <= SPI_EXCHANGE;
					end
				6: 
					begin
						cs <= 0;
						pcm <= SPI_DOUT;
						play_state <= 7;
					end
				7: 
					begin
						if(wav_clk)play_state <= 7;
						else play_state <= 0;
					end					
				29: 
					begin
						run_spi <= 1;  
						play_state <= 30;
					end
				30: 
					begin
						if(SPI_BSY)
							begin
								run_spi <= 0;
								play_state <= 31;
							end
						else play_state <= 30;
					end
				31: 
					begin
						if(SPI_BSY)play_state <= 31;
						else play_state <= ret;
					end
			endcase
		end
end
assign CMP = pcm;
assign CS = ~cs;
assign SPI_DIN = dspi;
assign SPI_START = run_spi;
endmodule
```
**flow/run.sh**
```bash
#!/bin/bash
# OpenROAD 26Q1-2900-gdf79404cd8, Yosys 0.63+post, stock flow scripts
make -C /OpenROAD-flow-scripts/flow DESIGN_CONFIG=/design/flow/config.mk WORK_HOME=/design/flow/orfs finish
```
**flow/config.mk**
```make
export PLATFORM = sky130hd
export DESIGN_NAME = wav
export DESIGN_NICKNAME = wav
export VERILOG_FILES = /design/flow/design.v
export SDC_FILE = /design/flow/constraint.sdc
export NUM_CORES = 4
export LEC_CHECK = 1
export CORE_UTILIZATION = 40
```
**flow/constraint.sdc**
```tcl
current_design wav

set clk_period 4.1
set clk_io_pct 0.2

create_clock -name clk0 -period $clk_period [get_ports {clk}]

set non_clock_inputs [all_inputs -no_clocks]
set_input_delay [expr $clk_period * $clk_io_pct] -clock clk0 $non_clock_inputs
set_output_delay [expr $clk_period * $clk_io_pct] -clock clk0 [all_outputs]
```
==> results.toml <==
# physical design summary
[power_and_ir_drop]
vdd.ir_drop.worst_uv = 219.4
p_leak_nw = 2.965
powerDensity_nw_per_um2 = 265.2

[grt]
grt_max_degree = 50
overflow = 0
antenna_found_initial = 0
grt_pass1_wl_um = 18000
grt_pass1_vias = 3750
grt_usage = 0.1497

[yosys]
ys_ff = 125
syn_area_um2 = 5948
synth_cell_type_count = 67
synthFlopType = "dfrtp_1"
ys_async_sr_fraction = 0.8720
edf_count = 0
ys_warn_count = 1
ys_seq_frac = 0.5126
yosys_cells = 563
syn_inst = 563
synth_area_per_cell_um2 = 10.57
ys_chip_area_um2 = 5948

[timing]
layout_setup_ws_ps = 510.0
fmax_mhz = 278.6
setup_tns_ps = 0
finalHoldViolCount = 0
layout_min_cycle_time_ps = 3590
period_used_share = 0.8756
rsz0062_at_grt = "false"
worstMarginPinSlew_ps = 724.7
skew_ps = 7.403
setup-violations-final = 0
slew_headroom = 0.5169
unclocked_regs = 40
slew_violations = 0
untimed_endpoints = 40

[detailed_routing]
drt_wl_total_um = 10330
drt-vias-per-instance = 5.249
diodes = 0
vias = 3942
dr.pass1.iters = 4
drc = 0
antenna_left = 0
drt_iter0_markers = 310
wl_per_cell_um = 13.75

[clock_tree]
cts-resized-gates = 0
cts_root_buffer = "clkbuf_16"
h-tree-depth = 3
cts_buffers = 9
worstSkewPairLatency_ps = 330
cts_setup_buffers = 0
postCtsHoldBufs = 0
clockBufferDepth = 2
clkTransAtPathRegs_ps = 60
cts_tree = "done"

[die]
rows = 44
die_x_um = 123.9
fp_util = 0.4093
io_pins = 9
core_area_um2 = 14530
die_area_um2 = 15360
die_h_um = 123.9

[layout]
area_growth_pct = 9.045
final_util = 0.4463
fillCellCount = 1330
final_layout_size_suffix_gt1_frac = 0.08818

[placed_design]
pre_cts_ws_ps = 516.9
port_buffers = 6
dp_hpwl_um = 7500
gp_congestion = 0.8646

[setup_path]
start_kind = "flop"
cp_max_fo = 11
crit_arrival_ps = 3810
end_kind = "flop"
cp_data_required_time_ps = 4320
path_class = "reg2reg"

[job]
drv_cap = 0
warnings = 29

[worst_hold_path]
hp-class = "reg2reg"

[run_status]
status = "finished, final reports clean"
## layout make-up
cell class,instances,area (um^2),area share
Timing Repair Buffer,9,80.08,0.01235
Inverter,33,123.9,0.01910
Clock buffer,10,229.0,0.03530
Clock inverter,5,85.08,0.01312
Tap cell,184,230.2,0.03549
Sequential cell,125,3049,0.4701
Multi-Input combinational cell,385,2689,0.4145
## Yosys cell counts, types with 3 or more instances
library cell | n | area [um^2]
dfrtp_1 | 84 | 2102
nand2_1 | 46 | 172.7
nor2_1 | 43 | 161.4
xnor2_1 | 35 | 306.5
inv_1 | 32 | 120.1
o21ai_0 | 29 | 145.1
nand3_1 | 27 | 135.1
ha_1 | 25 | 312.8
dfrtn_1 | 24 | 600.6
a21oi_1 | 21 | 105.1
mux2_2 | 18 | 202.7
dfxtp_1 | 16 | 320.3
xor2_1 | 16 | 140.1
clkbuf_1 | 14 | 52.55
nor3_1 | 12 | 60.06
and3_1 | 10 | 62.56
mux2_1 | 7 | 78.83
nand4_1 | 7 | 43.79
a221o_1 | 6 | 60.06
nor2b_1 | 6 | 37.54
o22ai_1 | 6 | 37.54
a21o_1 | 5 | 37.54
a31oi_1 | 4 | 25.02
nand2b_1 | 4 | 25.02
nand4b_1 | 4 | 35.03
nor4_1 | 4 | 25.02
a22oi_1 | 3 | 22.52
buf_2 | 3 | 15.01
mux2i_1 | 3 | 30.03
## critical path: stages, from the launching register on
cell	delay, ps
dfrtp_1	400
inv_1	110
ha_1	370
nor2b_1	230
a22oi_1	110
nor2_1	380
nand2_1	100
ha_1	310
nor4_1	310
nand2_1	130
nor4_4	240
nand2_1	90
nor4b_1	360
mux2_1	350
## routing by layer
| layer | share of wire | wire length (um) | track usage |
|---|---|---|---|
| met3 | 0.028 | 292 | 0.02056 |
| met5 | 0 | 0 | 0 |
| met2 | 0.43 | 4461 | 0.2194 |
| met1 | 0.52 | 5388 | 0.2497 |
| met4 | 0.018 | 184 | 0.02009 |
## cell usage in the layout (no fill, tap or decap), drive strengths merged, types with 3 or more instances in the layout
cell,n
o21ai,30
a31oi,4
o22ai,6
nor3,13
nor2b,6
nor4,6
buf,4
mux2,25
nor2,43
clkbuf,10
xnor2,35
a21o,5
nand4,7
or2,3
inv,34
and3,10
dfxtp,16
dfrtn,24
nor4b,4
nand2,46
mux2i,3
dfrtp,84
a22oi,3
clkdlybuf4s50,5
ha,25
nand4b,4
nand2b,4
nand3,27
a21oi,21
a221o,6
xor2,16
## worst paths after layout
kind / to / slack, ps / from / cells after the start
min in group asynchronous: spi_cnt[3]$_DFFE_PN0P_ / 510 / rst / 1
min: pwm_cnt[0]$_DFF_PN0_ / 480 / pwm_cnt[0]$_DFF_PN0_ / 1
max in group asynchronous: spi_state[0]$_DFF_PN1_ / 2650 / rst / 2
max: spdr_t[4]$_DFFE_PN0P_ / 510 / spi_cnt[1]$_DFFE_PN0P_ / 13
min reg2reg: pwm_cnt[0]$_DFF_PN0_ / 480 / pwm_cnt[0]$_DFF_PN0_ / 1
max reg2reg: spdr_t[4]$_DFFE_PN0P_ / 510 / spi_cnt[1]$_DFFE_PN0P_ / 13
## per-stage QoR
step / std cells / hold WS [ps] / power (mW) / cell area (um^2)
floorplan: 564 / 433.2 / 0.8608 / 5952
global placement: 736 / 457.2 / 0.8850 / 6172
detailed placement: 736 / 477.0 / 0.8860 / 6172
CTS: 751 / 486.4 / 1.751 / 6486
global route: 751 / 509.4 / 1.789 / 6486
finish: 751 / 482.0 / 1.720 / 6486
## report_power, final
group          internal (mW)  switching (mW)  total (mW)
clock                  0.533           0.319       0.852
sequential             0.841         0.00118       0.843
combinational        0.00401          0.0219      0.0259
total                   1.38           0.342        1.72
## cells by family after synthesis
kind of cell,synth area share
and+or+nand+nor,0.1683
DFF,0.5126
AOI/OAI and AO/OA,0.09487
buffers and inverters,0.03597
xor gates and xnor gates,0.07509
muxes,0.05995
adders and majority gates,0.05259
other,0.0006304
## flip-flops by register name, summed over array words and instances, names as in the netlist, named ones only
register,flops
spi_so,1
add_cnt,24
pcm,8
spdr_r,8
spi_cnt,5
wav_clk,1
pwm_out,1
div,11
run_spi,1
cs,1
spi_state,6
spidr_w,8
spdr_t,8
spi_rdy,1
play_state,4
compare,8
pwm_cnt,8
spi_delay,8
spi_sck,1
dspi,8
ret,3
Power is estimated from default activity; no workload was simulated.
